File: run.sh
#!/bin/bash
# OpenROAD 26Q1-2900-gdf79404cd8, Yosys 0.63+post, stock flow scripts
make -C /OpenROAD-flow-scripts/flow DESIGN_CONFIG=/design/flow/config.mk WORK_HOME=/design/flow/orfs finish
File: config.mk
export PLATFORM = sky130hd
export DESIGN_NAME = Control_Unit
export DESIGN_NICKNAME = Control_Unit
export VERILOG_FILES = /design/flow/design.v
export SDC_FILE = /design/flow/constraint.sdc
export NUM_CORES = 4
export LEC_CHECK = 1
export CORE_AREA = 10 10 77 77
export DIE_AREA = 0 0 87 87
File: constraint.sdc
current_design Control_Unit

set clk_period 2.1
set clk_io_pct 0.2

create_clock -name clk0 -period $clk_period [get_ports {clk}]

set non_clock_inputs [all_inputs -no_clocks]
set_input_delay [expr $clk_period * $clk_io_pct] -clock clk0 $non_clock_inputs
set_output_delay [expr $clk_period * $clk_io_pct] -clock clk0 [all_outputs]
File: design.v
module Control_Unit #(
    parameter NUM_LAYER      = 13      ,
    parameter OFM_RAM_SIZE_1 = 2205619 ,  
    parameter OFM_RAM_SIZE_2 = 259584 
) (
    input                                       clk                ,
    input                                       rst_n              ,
    input                                       start_CNN          ,
    input                                       done_layer         ,
    output reg                                  start_layer        ,
    output reg                                  done_CNN           ,
    output reg [3 : 0]                          count_layer        ,
    output reg [8 : 0]                          ifm_size           ,
    output reg [10: 0]                          ifm_channel        ,
    output reg [1 : 0]                          kernel_size        ,   
    output reg [10: 0]                          num_filter         ,
    output reg                                  maxpool_mode       ,
    output reg [1 : 0]                          maxpool_stride     ,
    output reg                                  upsample_mode      ,
    output reg [$clog2(OFM_RAM_SIZE_1) - 1 : 0] start_write_addr_1 ,
    output reg [$clog2(OFM_RAM_SIZE_1) - 1 : 0] start_read_addr_1  ,
    output reg [$clog2(OFM_RAM_SIZE_2) - 1 : 0] start_write_addr_2 ,
    output reg [$clog2(OFM_RAM_SIZE_2) - 1 : 0] start_read_addr_2  
);
    always @(posedge clk or negedge rst_n) begin
        if (!rst_n) begin
                start_layer <= 0 ;
                done_CNN    <= 0 ;
        end
        else begin
            if (count_layer < NUM_LAYER) begin
                start_layer <= (start_CNN || done_layer) ;
                done_CNN    <= 0                         ;
            end
            else if (count_layer == NUM_LAYER) begin
                start_layer <= 0          ;
                done_CNN    <= done_layer ;
            end
            else begin
                start_layer <= 0 ;
                done_CNN    <= 0 ;
            end
        end
    end
    reg start_CNN_d;
    always @(posedge clk or negedge rst_n) begin
        if (!rst_n) begin
            start_CNN_d <= 0 ;
            count_layer <= 0 ;
        end 
        else begin
            start_CNN_d <= start_CNN ;
            if ((start_CNN_d == 0 && start_CNN == 1) || done_layer == 1) count_layer <= count_layer + 1 ;
        end
    end
    always @(count_layer) begin
        case (count_layer)
            4'd1: begin
                ifm_size           = 9'd418      ; 
                ifm_channel        = 11'd3       ;
                kernel_size        = 2'd3        ;
                num_filter         = 11'd16      ;
                maxpool_mode       = 1           ;
                maxpool_stride     = 2'd2        ;
                upsample_mode      = 0           ;
                start_write_addr_1 = 22'd0       ;
                start_read_addr_1  = 22'd0       ;
                start_write_addr_2 = 22'd0       ;
                start_read_addr_2  = 22'd0       ;
            end 
            4'd2: begin
                ifm_size           = 9'd208      ; 
                ifm_channel        = 11'd16      ;
                kernel_size        = 2'd3        ;
                num_filter         = 11'd32      ;
                maxpool_mode       = 1           ;
                maxpool_stride     = 2'd2        ;
                upsample_mode      = 0           ;
                start_write_addr_1 = 22'd692224  ; 
                start_read_addr_1  = 22'd0       ;
                start_write_addr_2 = 22'd0       ;
                start_read_addr_2  = 22'd0       ;
            end 
            4'd3: begin
                ifm_size           = 9'd104      ;
                ifm_channel        = 11'd32      ;
                kernel_size        = 2'd3        ;
                num_filter         = 11'd64      ;
                maxpool_mode       = 1           ;
                maxpool_stride     = 2'd2        ;
                upsample_mode      = 0           ;
                start_write_addr_1 = 22'd1038336 ;
                start_read_addr_1  = 22'd692224  ;
                start_write_addr_2 = 22'd0       ;
                start_read_addr_2  = 22'd0       ;
            end 
            4'd4: begin
                ifm_size           = 9'd52       ;
                ifm_channel        = 11'd64      ;
                kernel_size        = 2'd3        ;
                num_filter         = 11'd128     ;
                maxpool_mode       = 1           ;
                maxpool_stride     = 2'd2        ;
                upsample_mode      = 0           ;
                start_write_addr_1 = 22'd1211392 ;
                start_read_addr_1  = 22'd1038336 ;
                start_write_addr_2 = 22'd0       ;
                start_read_addr_2  = 22'd0       ;
            end 
            4'd5: begin
                ifm_size           = 9'd26       ;
                ifm_channel        = 11'd128     ;
                kernel_size        = 2'd3        ;
                num_filter         = 11'd256     ;
                maxpool_mode       = 1           ;
                maxpool_stride     = 2'd2        ;
                upsample_mode      = 0           ;
                start_write_addr_1 = 22'd1297920 ;
                start_read_addr_1  = 22'd1211392 ;
                start_write_addr_2 = 22'd86528   ;
                start_read_addr_2  = 22'd0       ;
            end 
            4'd6: begin
                ifm_size           = 9'd13       ;
                ifm_channel        = 11'd256     ;
                kernel_size        = 2'd3        ;
                num_filter         = 11'd512     ;
                maxpool_mode       = 1           ;
                maxpool_stride     = 2'd1        ;
                upsample_mode      = 0           ;
                start_write_addr_1 = 22'd1341184 ;
                start_read_addr_1  = 22'd1297920 ; 
                start_write_addr_2 = 22'd0       ;
                start_read_addr_2  = 22'd0       ;               
            end 
            4'd7: begin
                ifm_size           = 9'd13       ;
                ifm_channel        = 11'd512     ;
                kernel_size        = 2'd3        ;
                num_filter         = 11'd1024    ;
                maxpool_mode       = 0           ;
                maxpool_stride     = 2'd0        ;
                upsample_mode      = 0           ;
                start_write_addr_1 = 22'd1427712 ;
                start_read_addr_1  = 22'd1341184 ;    
                start_write_addr_2 = 22'd0       ;
                start_read_addr_2  = 22'd0       ;            
            end 
            4'd8: begin
                ifm_size           = 9'd13       ;
                ifm_channel        = 11'd1024    ;
                kernel_size        = 2'd1        ;
                num_filter         = 11'd256     ;
                maxpool_mode       = 0           ;
                maxpool_stride     = 2'd0        ;
                upsample_mode      = 0           ;
                start_write_addr_1 = 22'd1600768 ;
                start_read_addr_1  = 22'd1427712 ; 
                start_write_addr_2 = 22'd0       ;
                start_read_addr_2  = 22'd0       ;               
            end 
            4'd9: begin
                ifm_size           = 9'd13       ;
                ifm_channel        = 11'd256     ;
                kernel_size        = 2'd3        ;
                num_filter         = 11'd512     ;
                maxpool_mode       = 0           ;
                maxpool_stride     = 2'd0        ;
                upsample_mode      = 0           ;
                start_write_addr_1 = 22'd1644032 ;
                start_read_addr_1  = 22'd1600768 ;    
                start_write_addr_2 = 22'd0       ;
                start_read_addr_2  = 22'd0       ;            
            end 
            4'd10: begin
                ifm_size           = 9'd13       ;
                ifm_channel        = 11'd512     ;
                kernel_size        = 2'd1        ;
                num_filter         = 11'd255     ;
                maxpool_mode       = 0           ;
                maxpool_stride     = 2'd0        ;
                upsample_mode      = 0           ;
                start_write_addr_1 = 22'd1730560 ;
                start_read_addr_1  = 22'd1644032 ;   
                start_write_addr_2 = 22'd0       ;
                start_read_addr_2  = 22'd0       ;             
            end 
            4'd11: begin
                ifm_size           = 9'd13       ;
                ifm_channel        = 11'd256     ;
                kernel_size        = 2'd1        ;
                num_filter         = 11'd128     ;
                maxpool_mode       = 0           ;
                maxpool_stride     = 2'd0        ;
                upsample_mode      = 1           ;
                start_write_addr_1 = 22'd1773655 ;
                start_read_addr_1  = 22'd1600768 ;  
                start_write_addr_2 = 22'd0       ;
                start_read_addr_2  = 22'd0       ;              
            end 
            4'd12: begin
                ifm_size           = 9'd26       ;
                ifm_channel        = 11'd384     ;
                kernel_size        = 2'd3        ;
                num_filter         = 11'd256     ;
                maxpool_mode       = 0           ;
                maxpool_stride     = 2'd0        ;
                upsample_mode      = 0           ;
                start_write_addr_1 = 22'd1860183 ;
                start_read_addr_1  = 22'd0       ; 
                start_write_addr_2 = 22'd0       ;
                start_read_addr_2  = 22'd0       ;   
            end 
            4'd13: begin
                ifm_size           = 9'd26       ;
                ifm_channel        = 11'd256     ;
                kernel_size        = 2'd1        ;
                num_filter         = 11'd255     ;
                maxpool_mode       = 0           ;
                maxpool_stride     = 2'd0        ;
                upsample_mode      = 0           ;
                start_write_addr_1 = 22'd2033239 ;
                start_read_addr_1  = 22'd1860183 ;       
                start_write_addr_2 = 22'd0       ;
                start_read_addr_2  = 22'd0       ;            
            end 
            default: begin
                ifm_size           = 9'd0        ;
                ifm_channel        = 11'd0       ;
                kernel_size        = 2'd0        ;
                num_filter         = 11'd0       ;
                maxpool_mode       = 0           ;
                maxpool_stride     = 2'd0        ;
                upsample_mode      = 0           ;
                start_write_addr_1 = 22'd0       ;
                start_read_addr_1  = 22'd0       ;    
                start_write_addr_2 = 22'd0       ;
                start_read_addr_2  = 22'd0       ;               
            end
        endcase
    end
endmodule
==> impl_metrics.tcl <==
# collected from the flow reports
set metrics [dict create \
    crit_fanout 4 \
    maxSlewViolCount 0 \
    dp_slack_ns -0.06954 \
    chip_area_um2 7569 \
    dp_hpwl_mm 4.584 \
    fillers 281 \
    synth_top_cell_by_area "buf_4" \
    setup_slack_ns -0.1719 \
    path_class "register to primary output" \
    grt_max_degree 33 \
    fp.dieW_um 87 \
    area_leaders "buf_4 (28%), ha_1 (12%), dfrtp_1 (11%)" \
    finalCriticalPeriod_ns 2.272 \
    wl_per_cell_um 16.54 \
    firstDrtPassIters 4 \
    route.vias.total 1911 \
    reg2reg_slack_ns 0.54 \
    cts_tree "yes" \
    grt_pass1_wl_mm 9.432 \
    syn_to_final_growth_pct 100.1 \
    final_hold_viol_count 0 \
    htree_levels 1 \
    tool_warnings 39 \
    period_used_share 1.082 \
    portBuffers 84 \
    drc_errors 0 \
    max_freq_mhz 440.2 \
    ir_drop_mv 1.042 \
    clk_latency_ns 0.23 \
    met1_usage 0.1924 \
    top_cell_area_share 0.2848 \
    lay_top_cells "buf_4 (60), conb_1 (42), clkdlybuf4s50_1 (30), dlygate4sd2_1 (27), nand2_1 (23)" \
    ys_ff 7 \
    yosys_cells 224 \
    viasPerCell 4.605 \
    finalSetupViolCount 23 \
    yosys.cell_types.count 38 \
    end_kind "primary output" \
    grt_util_met3 0.03302 \
    p_leak_nw 1.816 \
    initCoreUtil 0.3693 \
    p_per_area_nw_per_um2 1772 \
    dp.cells 364 \
    critPathArrivalTime_ns 1.85 \
    syn_avg_cell_area_um2 7.178 \
    clock_skew_ns 0.004376 \
    ys_chip_area_um2 1608 \
    coreArea_um2 4354 \
    comb_area_um2 1331 \
    hold_path_class "input pin to async pin" \
    cts.sinks 7 \
    violations "setup timing" \
    regArea_um2 177.7 \
    final_cells 415 \
    start_kind "register" \
    rsz0062_at_grt "yes" \
    ant_nets 0 \
    ys_seq_frac 0.1089 \
    syn_area_um2 1608 \
    synthCells 224 \
    synthArstFlopShare 1.000 \
    ios 127 \
    grt.met2_usage 0.2638 \
    design_area_um2 3217 \
    synth_warnings 1 \
    layout.cells.most_common "buf_4" \
    clkTransAtPathRegs_ns 0.04 \
    grt-busiest-layer "met2" \
    utilization 0.7388 \
    cts_buffer_depth 2 \
    rows 24 \
    whs_ns 0.4628 \
    status "finished with violations" \
    overflow 0 \
    required_ns 1.68 \
    flop_cell "dfrtp_1" \
    ctsRootBufferMaster "clkbuf_8" \
    edf_count 0 \
    grt_usage 0.1506 \
    gp_congestion 0.8778 \
    tns_ns -2.282 \
    max_cap_violations 0 \
    layout-drive-gt1-share 0.4242 \
    grt_pass1_vias 1847 \
    antenna_found_initial 0 \
    numCtsBuffers 3 \
    routed_wl_mm 6.864 \
    drt_iter0_drc 75 \
    postPlaceCellArea_um2 2404 \
    total_power_mw 5.700 \
    die_y_um 87 \
    antenna_cells 0 \
]
==> where the power goes <==
| part | leakage [nW] | internal [mW] | switching, mW |
|---|---|---|---|
| registers | 0.0813 | 0.192 | 0.0731 |
| logic | 1.71 | 3.12 | 2.13 |
| clock network | 0.0228 | 0.131 | 0.0557 |
==> registers in the layout, summed over array words and instances, names as in the netlist <==
register / flops
count_layer: 4
done_CNN: 1
start_CNN_d: 1
start_layer: 1
==> cell usage after synthesis, drive strengths merged (2+ instances only) <==
cell type,instances
mux2i,2
and3,3
a21oi,15
a31oi,4
o21ai,17
xnor2,2
dfrtp,7
ha,15
nor2,13
nor2b,5
nor3,2
a21o,3
o211ai,3
nand2,31
buf,69
nand3,2
and2,2
nand2b,7
a221oi,2
inv,11
==> final timing paths <==
kind / end / start / cells past startpoint
hold / removal: count_layer[1]$_DFFE_PN0P_ / rst_n / 1
max in group asynchronous: count_layer[3]$_DFFE_PN0P_ / rst_n / 1
setup reg to reg: count_layer[2]$_DFFE_PN0P_ / count_layer[1]$_DFFE_PN0P_ / 6
hold reg to reg: count_layer[3]$_DFFE_PN0P_ / start_CNN_d$_DFF_PN0_ / 3
min in group clk0: count_layer[3]$_DFFE_PN0P_ / start_CNN_d$_DFF_PN0_ / 3
setup / recovery: num_filter[3] / count_layer[0]$_DFFE_PN0P_ / 7
==> layer usage <==
layer,part of all wire,vias to the layer above
li1,-,920
met1,0.42,902
met2,0.49,85
met3,0.081,4
met4,0.0076,0
met5,0,-
==> layout make-up <==
cell class              count  share of cell area
repair buffers            163              0.4769
inverters                  11             0.01984
well taps                  52             0.02023
multi-input cells         178              0.4138
flip-flops and latches      7             0.05523
clock buffers               4             0.01400
==> critical path, cell delays in order, from the launching register on <==
cell and delay (ns):
dfrtp_1 0.40, inv_2 0.09, buf_6 0.12, ha_2 0.20
nand2b_4 0.07, a21oi_2 0.14, buf_4 0.14, clkdlybuf4s50_1 0.46
==> logic make-up (layout without fill, tap and decap cells) <==
logic type,count (synthesis),after routing,share of synthesized area
buffers and inverters,80,178,0.3471
AND/OR/NAND/NOR,67,67,0.2039
AND-OR/OR-AND,49,49,0.1883
adder cells (fa/ha/maj),15,15,0.1167
flip-flops,7,7,0.1090
multiplexers,3,3,0.02179
XOR/XNOR,2,2,0.01090
other,1,42,0.002332
==> what timing repair did <==
action,4_1_cts,5_1_grt
gates cloned,2,0
buffers inserted,19,28
resized,138,57
endpoints found under the hold margin,0,0
pin swaps,10,16
hold buffers,0,0
setup endpoints to repair,74,46
Power is estimated from default activity; no workload was simulated.
